$ cat flow/run.sh
#!/bin/bash
# OpenROAD 26Q1-2900-gdf79404cd8, Yosys 0.63+post, stock flow scripts
make -C /OpenROAD-flow-scripts/flow DESIGN_CONFIG=/design/flow/config.mk WORK_HOME=/design/flow/orfs finish
$ cat flow/config.mk
export PLATFORM = sky130hd
export DESIGN_NAME = TOP_UPdown
export DESIGN_NICKNAME = TOP_UPdown
export VERILOG_FILES = /design/flow/design.v
export SDC_FILE = /design/flow/constraint.sdc
export NUM_CORES = 4
export LEC_CHECK = 1
export CORE_UTILIZATION = 40
$ cat flow/constraint.sdc
current_design TOP_UPdown

set clk_period 4.3
set clk_io_pct 0.2

create_clock -name clk0 -period $clk_period [get_ports {i_clk}]

set non_clock_inputs [all_inputs -no_clocks]
set_input_delay [expr $clk_period * $clk_io_pct] -clock clk0 $non_clock_inputs
set_output_delay [expr $clk_period * $clk_io_pct] -clock clk0 [all_outputs]
$ cat flow/design.v
`timescale 1ns / 1ps
module ButtonController(
    input i_clk,
    input i_reset,
    input i_button,
    output o_button
    );
    parameter   PUSHED = 1'b1,
                RELEASED = 1'b0,
                TRUE = 1'b1,
                FALSE = 1'b0;
    parameter   DEBOUNCE = 500_000;  
    reg r_prevState = RELEASED;
    reg r_button;
    reg [31:0] r_counter = 0;
    assign  o_button = r_button;
    always @(posedge i_clk or posedge i_reset) begin  
        if(i_reset) begin
            r_button <= FALSE;
            r_prevState <= RELEASED;
            r_counter <= 0;
        end
        else begin
            if((i_button == PUSHED) && (r_prevState == RELEASED) && (r_counter < DEBOUNCE)) begin
                r_counter <= r_counter +1;
                r_button <= FALSE;
            end
            else if((i_button == PUSHED) && (r_prevState == RELEASED) && (r_counter == DEBOUNCE)) begin
                r_counter <= 0;
                r_prevState <= PUSHED;
                r_button <= FALSE;
            end
            else if((i_button == RELEASED) && (r_prevState == PUSHED) && (r_counter < DEBOUNCE)) begin
                r_counter <= r_counter +1;
                r_button <= FALSE;
            end
            else if((i_button == RELEASED) && (r_prevState == PUSHED) && (r_counter == DEBOUNCE)) begin
                r_counter <= 0;
                r_prevState <= RELEASED;
                r_button <= TRUE;
            end
            else begin
                r_counter <= 0;
                r_button <= FALSE;
            end
        end
    end
endmodule
`timescale 1ns / 1ps
module Comparator(
    input [9:0] i_counter,
    output o_light_1, o_light_2, o_light_3, o_light_4
    );
    assign o_light_1 = (i_counter < 300) ? 1'b1 : 1'b0;
    assign o_light_2 = (i_counter < 600) ? 1'b1 : 1'b0;
    assign o_light_3 = (i_counter < 800) ? 1'b1 : 1'b0;
    assign o_light_4 = (i_counter < 999) ? 1'b1 : 1'b0;
endmodule
`timescale 1ns / 1ps
module FSM_LED_UpDown(
    input i_clk,
    input i_reset,
    input  [2:0] i_button,
    output [2:0] o_lightState
    );
    parameter
        S_LS_000 = 3'b000,
        S_LS_001 = 3'b001,
        S_LS_010 = 3'b010,
        S_LS_011 = 3'b011,
        S_LS_100 = 3'b100;
    reg [2:0] curState, nextState;
    reg [2:0] r_lightState ; 
    assign o_lightState = r_lightState;
    always @(posedge i_clk or posedge i_reset) begin
        if(i_reset) curState <= S_LS_000;
        else        curState <= nextState;
    end
    always @(curState or i_button) begin
        case(curState)
            S_LS_000 : begin 
                if      (i_button[0]) nextState <= S_LS_000;
                else if (i_button[1]) nextState <= S_LS_001;
                else if (i_button[2]) nextState <= S_LS_000;
                else nextState <= S_LS_000;
            end
            S_LS_001 : begin
                if      (i_button[0]) nextState <= S_LS_000;
                else if (i_button[1]) nextState <= S_LS_010;
                else if (i_button[2]) nextState <= S_LS_000;
                else nextState <= S_LS_001;
            end
            S_LS_010 : begin
                if      (i_button[0]) nextState <= S_LS_000;
                else if (i_button[1]) nextState <= S_LS_011;
                else if (i_button[2]) nextState <= S_LS_001;
                else nextState <= S_LS_010;
            end
            S_LS_011 : begin
                if      (i_button[0]) nextState <= S_LS_000;
                else if (i_button[1]) nextState <= S_LS_100;
                else if (i_button[2]) nextState <= S_LS_010;
                else nextState <= S_LS_011;
            end
            S_LS_100 : begin
                if      (i_button[0]) nextState <= S_LS_000;
                else if (i_button[1]) nextState <= S_LS_100;
                else if (i_button[2]) nextState <= S_LS_011;
                else nextState <= S_LS_100;
            end
            default : nextState <= S_LS_000;
        endcase
    end
    always @(curState) begin
        case (curState)
            S_LS_000 : r_lightState <= 3'b000;
            S_LS_001 : r_lightState <= 3'b001;
            S_LS_010 : r_lightState <= 3'b010;
            S_LS_011 : r_lightState <= 3'b011;
            S_LS_100 : r_lightState <= 3'b100;
            default  : r_lightState <= 3'b000;
        endcase
    end
endmodule
`timescale 1ns / 1ps
module Mux(
    input [4:0] i_x,
    input [2:0] i_select,
    output o_y 
    );
    reg r_y;
    assign o_y = r_y;
    always @(*) begin
        case (i_select)
            3'b000 : r_y <= 1'b0;
            3'b001 : r_y <= i_x[0];
            3'b010 : r_y <= i_x[1];
            3'b011 : r_y <= i_x[2];
            3'b100 : r_y <= i_x[3];
            default : r_y <= 1'b0;
        endcase
    end
endmodule
`timescale 1ns / 1ps
module TOP_UPdown(
    input i_clk,
    input i_reset,
    input [2:0] i_button,
    output o_LED_UP_down
    );
    wire [2:0] w_button;
    wire w_clk;
    wire [9:0] w_counter;
    wire [4:0] w_light;
    wire [2:0] w_lightState;
    clock_divider clock_divide (
    .i_clk(i_clk),
    .i_reset(i_reset),
    .o_clk(w_clk)
    );
    counter counter(
    .i_clk(w_clk),
    .i_reset(i_reset),
    .o_counter(w_counter)
    );
    Comparator Compare(
    .i_counter(w_counter),
    .o_light_1(w_light[1]),
    .o_light_2(w_light[2]),
    .o_light_3(w_light[3]),
    .o_light_4(w_light[4])
    );
    ButtonController ButtonController0 (
    .i_clk(i_clk),
    .i_reset(i_reset),
    .i_button(i_button[0]),
    .o_button(w_button[0])
    );
    ButtonController ButtonController1 (
    .i_clk(i_clk),
    .i_reset(i_reset),
    .i_button(i_button[1]),
    .o_button(w_button[1])
    );
    ButtonController ButtonController2 (
    .i_clk(i_clk),
    .i_reset(i_reset),
    .i_button(i_button[2]),
    .o_button(w_button[2])
    );
    FSM_LED_UpDown FSM_LED_UpDown0(
    .i_clk(i_clk),
    .i_reset(i_reset),
    .i_button(w_button),
    .o_lightState(w_lightState)
    );
    Mux Mux(
    .i_x(w_light),
    .i_select(w_lightState),
    .o_y(o_LED_UP_down) 
    );
endmodule
`timescale 1ns / 1ps
module clock_divider(
    input i_clk,
    input i_reset,
    output o_clk
    );
    reg r_clk = 0;
    reg [6:0] r_counter = 0;
    assign o_clk = r_clk;
    always @(posedge i_clk or posedge i_reset) begin
        if(i_reset) begin
            r_clk <= 0;
            r_counter <=0;
        end
        else begin
            if(r_counter == 50 -1) begin
                r_counter <=0;
                r_clk <= ~r_clk;
            end
            else begin
                r_counter <= r_counter +1;
            end
        end
    end
endmodule
`timescale 1ns / 1ps
module counter(
    input i_clk,
    input i_reset,
    output [9:0] o_counter
    );
    reg [9:0] r_counter = 0 ;
    assign o_counter = r_counter;
    always @(posedge i_clk or posedge i_reset) begin
        if(i_reset) begin
            r_counter <= 0;
        end
        else begin
            if(r_counter == 999) begin
                r_counter <= 0;
            end
            else begin
                r_counter <= r_counter +1;
            end
        end
    end
endmodule
==> Slide: Implementation Results <==
Physical Implementation Snapshot

CTS
  – Worst-path clk slew: 0.05 ns
  – CTS buffer count: 17
  – Postcts setup bufs: 0
  – Insertion Delay late pin: 0.40 ns
  – Root Buffer: clkbuf_16
  – CTS Buffer Depth: 2
  – H-tree levels: 4
  – CTS tree: yes
  – CTS Hold Buffers Added: 0
  – Cts repair resizes: 0

Setup path
  – FF-to-FF setup slack: 2.09 ns
  – Crit. End Element: output pin
  – R2R cell count: 5
  – Crit-path max FO: 6
  – RR Endpoint: ButtonController1.r_counter[8]$_DFF_PP0_
  – CP arrival: 1.82 ns
  – Critical R2R Launch: ButtonController1.r_counter[12]$_DFF_PP0_
  – Worst Setup Start Kind: flip-flop
  – Crit path kind: reg -> out
  – Crit path DRT: 3.44 ns

Worst hold path
  – HP Class: reg -> reg
  – Hold path start: clock_divide.r_counter[6]$_DFF_PP0_
  – Hold Crit Depth: 1
  – Hold endpoint: clock_divide.r_counter[6]$_DFF_PP0_

Yosys
  – Top FF cell, synth: dfrtp_1
  – Mapped Cells: 512
  – Top cells by area: dfrtp_1, xor2_1, nor3_1
  – Syn avg cell area: 10.8 um2
  – Yosys Instances: 512
  – Register area share after synthesis: 0.564
  – Mapped Area: 5550 um2
  – Top cells by count, synth: dfrtp_1, nor3_1, xor2_1
  – Ys async rst share: 1.00
  – Top-area cell share: 0.559
  – Ys flops: 125
  – Cell with the most instances after synthesis: dfrtp_1
  – Synth area leader: dfrtp_1
  – Count of library flops with an enable pin: 0
  – Ys Warns: 6
  – Post-synthesis cell type count: 47
  – Yosys chip area: 5550 um2

Floorplanning
  – Die Ht: 120 um
  – I/O pin count: 6
  – Core area: 13,400 um2
  – Initial cell density of the core: 0.414
  – Rows: 42
  – Die ar.: 14,300 um2
  – Chip Width: 120 um

Global route
  – Antenna violations before repair: 0
  – Gr busiest metal: met1
  – Met2 global-route usage: 0.211
  – Met3 track demand over resource: 0.0335
  – Total track usage: 0.149
  – First-pass GRT wire length: 16,900 um
  – Number of global-route vias before repair: 3,614
  – Met1 GRT Util: 0.251
  – Total congestion overflow: 0
  – Largest net degree at the start of global routing: 110

Routing
  – # DRC: 0
  – Total Wirelength: 9250 um
  – # diodes: 0
  – Wirelength per Cell: 12.3 um
  – Remaining antenna violation count: 0
  – Pre-Repair DR Iteration Count: 4
  – Via density: 5.07
  – DR vias: 3,804
  – Initial drt markers: 319

Power and ir drop
  – Power Dens Cells: 403 nW/um2
  – Lkg Pwr: 2.67 nW
  – Total power: 0.00266 W
  – Maximum vdd drop: 0.292 mV

Placement
  – Gpl congestion: 0.832
  – Post-placement cell count: 718
  – Post-DP Area: 5940 um2
  – DP HPWL: 5830 um
  – PortBufs: 5

STA
  – Fmax: 373 MHz
  – Max Slew Vio Count: 0
  – Slew @ Worst Pin: 0.776 ns
  – Unrepaired setup endpoints after global routing: no
  – Fin Clk Skew: 0.00784 ns
  – Number of hold violations in the final report: 0
  – Ratio of final minimum period to clock period: 0.624
  – Worst hold slack: 0.478 ns
  – Register pins left without a clock: 10
  – Setup TNS: 0 ns
  – Number of unconstrained endpoints: 10
  – Fin crit period: 2.68 ns
  – # setup viols final: 0
  – Slew HR: 0.482

Flow run
  – Max-Cap Viols: 0
  – Log Warnings: 31

Layout
  – Finished Layout Cells: 750
  – Share of cells above drive strength 1: 0.0941
  – Post-Layout Inst Area: 6600 um2
  – Layout area overhead: 18.9%
  – Fillers: 1,134

Status
  – Status: complete, no violations
[metrics by stage]
step,utilization,setup slack (ns)
after CTS,0.493,1.59
after global placement,0.444,1.97
final,0.493,1.62
after floorplan,-,0.114
after detailed placement,0.444,1.91
after global routing,0.493,1.51
[registers in the layout, indices dropped and copies added, names as in the netlist, 5 cells and up]
signal                       flops
ButtonController2.r_counter     32
clock_divide.r_counter           7
FSM_LED_UpDown0.curState         5
ButtonController0.r_counter     32
ButtonController1.r_counter     32
counter.r_counter               10
[placed cells by master, fill, tap and decap left out, types with 4 or more instances in the layout]
master | netlist | layout
dfrtp_1 | 124 | 124
nor3_1 | 50 | 50
conb_1 | 1 | 39
xor2_1 | 29 | 29
nor2_1 | 25 | 25
nand3_1 | 25 | 25
nand2_1 | 22 | 22
nand4_1 | 22 | 22
xnor2_1 | 19 | 19
o21ai_0 | 18 | 18
inv_1 | 18 | 17
a211oi_1 | 17 | 17
clkbuf_16 | 0 | 17
or3_1 | 15 | 15
nor4_1 | 13 | 13
a21oi_1 | 12 | 12
and4_1 | 9 | 9
ha_1 | 9 | 9
or4_1 | 8 | 8
nor3b_1 | 7 | 7
o31ai_1 | 6 | 6
clkbuf_8 | 0 | 6
nand2b_1 | 5 | 5
clkdlybuf4s50_1 | 0 | 5
buf_4 | 0 | 5
clkinv_2 | 0 | 4
bufinv_16 | 0 | 4
[per-layer routing]
layer | share of wire | vias to the layer above
met5 | 0 | -
met4 | 0.0071 | 0
met3 | 0.039 | 6
met2 | 0.44 | 42
met1 | 0.52 | 1832
li1 | - | 1924
[kinds of logic after synthesis]
| logic type | share of synthesized area |
|---|---|
| AND/OR/NAND/NOR | 0.223 |
| flip-flops | 0.564 |
| AND-OR/OR-AND | 0.0782 |
| other | 0.000676 |
| XOR/XNOR | 0.0758 |
| buffers and inverters | 0.0262 |
| multiplexers | 0.0115 |
| adder cells (fa/ha/maj) | 0.0203 |
[area by class of cell]
cell class | count | area [um2] | share of cell area
clock buffer | 23 | 508 | 0.0770
multi-input combinational | 388 | 2420 | 0.366
clock inverter | 9 | 148 | 0.0224
timing repair buffer | 11 | 108 | 0.0163
tap | 176 | 220 | 0.0334
inverter | 18 | 70.1 | 0.0106
sequential | 125 | 3130 | 0.474
[worst max-delay path by stage]
stage | start | endpoint | slack (ns) | cells past startpoint
4_1_cts | FSM_LED_UpDown0.curState[3]$_DFF_PP0_ | o_LED_UP_down | 1.59 | 4
5_1_grt | FSM_LED_UpDown0.curState[4]$_DFF_PP0_ | o_LED_UP_down | 1.51 | 4
6_report | FSM_LED_UpDown0.curState[3]$_DFF_PP0_ | o_LED_UP_down | 1.62 | 4
[where the power goes]
group           total, W  internal, W  switching (W)
clock network    0.00151      0.00106       0.000456
logic          0.0000383   0.00000920      0.0000291
registers        0.00111      0.00110     0.00000564
[critical path, cell delays in order (launching register included)]
cell             delay, ns
dfrtp_1               0.43
nor3b_1               0.22
a211oi_1              0.11
o31a_1                0.28
clkdlybuf4s50_1       0.40
Power is estimated from default activity; no workload was simulated.
